### /design/flow/config.mk
export PLATFORM = sky130hd
export DESIGN_NAME = decode
export DESIGN_NICKNAME = decode
export VERILOG_FILES = /design/flow/design.v
export SDC_FILE = /design/flow/constraint.sdc
export NUM_CORES = 4
export LEC_CHECK = 1
export CORE_UTILIZATION = 50
### /design/flow/constraint.sdc
current_design decode

set clk_period 54.3
set clk_io_pct 0.2

create_clock -name clk0 -period $clk_period [get_ports {clk}]

set non_clock_inputs [all_inputs -no_clocks]
set_input_delay [expr $clk_period * $clk_io_pct] -clock clk0 $non_clock_inputs
set_output_delay [expr $clk_period * $clk_io_pct] -clock clk0 [all_outputs]
### /design/flow/design.v
`timescale 1ns / 1ps
module control_unit(
    input       [6:0]   opcode,
    output reg          branch,
    output reg          mem_read,
    output reg          mem_to_reg,
    output reg  [1:0]   alu_op,  
    output reg          mem_write,
    output reg          alu_src,
    output reg          reg_write
);
always@(*)
begin
    branch = 'b0;
    mem_read = 'b0;
    mem_to_reg = 'b0;
    alu_op = 'b0;
    mem_write = 'b0;
    alu_src = 'b0;
    reg_write = 'b0;
    case(opcode)
        7'b0000011: 
        begin
            mem_read = 'b1;
            mem_to_reg = 'b1;
            alu_src = 'b1;
            reg_write = 'b1;
        end
        7'b0010011:
        begin
            alu_op = 'b11;
            alu_src = 'b1;
            reg_write = 'b1;
        end
        7'b0010111:
        begin
            reg_write = 'b1;
            alu_src = 'b1;
        end
        7'b0100011:
        begin
            mem_write = 'b1;
            alu_src = 'b1;
        end
        7'b0110011:
        begin
            reg_write = 'b1;
            alu_op = 'b10;
        end
        7'b0110111:
        begin
            reg_write = 'b1;
            alu_src = 'b1;
        end
        7'b1100011:
        begin
            branch = 'b1;
            alu_op = 'b01;
        end
        7'b1100111:
        begin
            reg_write = 'b1;
        end
        7'b1101111:
        begin
            reg_write = 'b1;
        end
        default:
        begin
            branch = 'b0;
            mem_read = 'b0;
            mem_to_reg = 'b0;
            alu_op = 'b0;
            mem_write = 'b0;
            alu_src = 'b0;
            reg_write = 'b0;
        end
    endcase
end
endmodule
`timescale 1ns / 1ps
module decode(
    input               clk,
    input               rst,
    input [31:0]        instr_if_id,
    input [31:0]        PC_if_id,
    input [4:0]         write_reg_wb_id,  
    input [31:0]        write_data_wb_id,  
    input               write_reg_enable_wb_id,  
    output reg [31:0]   rs1_id_exe,
    output reg [31:0]   rs2_id_exe,
    output reg [31:0]   PC_id_exe,
    output reg [31:0]   imm_id_exe,
    output reg [4:0]    write_reg_id_exe,
    output reg [0:0]    ctrl_branch_id_exe,
    output reg [0:0]    ctrl_mem_read_id_exe,
    output reg [0:0]    ctrl_mem_to_reg_id_exe,
    output reg [1:0]    ctrl_alu_op_id_exe,
    output reg [0:0]    ctrl_mem_write_id_exe,
    output reg [0:0]    ctrl_alu_src_id_exe,
    output reg [0:0]    ctrl_write_reg_id_exe,
    output reg [2:0]    funct3_id_exe,
    output reg [0:0]    funct7_5_id_exe,
    output reg [0:0]    stall_out
);
localparam [31:0] STALL_INSTRUCTION =  32'h00000013;   
wire [31:0]     in_instruction;
wire [31:0]     out_instruction;
wire [31:0]     read_data1;
wire [31:0]     read_data2;
wire [6:0]      opcode;
wire [4:0]      rs1;
wire [4:0]      rs2;
wire [4:0]      rd;
wire [2:0]      funct3;
wire [6:0]      out_opcode;
wire [4:0]      out_rs1;
wire [4:0]      out_rs2;
wire [4:0]      out_rd;
wire [2:0]      out_funct3;
reg Next_stall;
assign in_instruction = instr_if_id;
assign out_instruction = stall_out ? STALL_INSTRUCTION : instr_if_id;  
assign opcode   = in_instruction[6:0];
assign rs1      = in_instruction[19:15];
assign rs2      = in_instruction[24:20];
assign rd       = in_instruction[11:7];
assign funct3   = in_instruction[14:12];
assign out_opcode   = out_instruction[6:0];
assign out_rs1      = out_instruction[19:15];
assign out_rs2      = out_instruction[24:20];
assign out_rd       = out_instruction[11:7];
assign out_funct3   = out_instruction[14:12];
wire [0:0] ctrl_branch_id_exe_next;
wire [0:0] ctrl_mem_read_id_exe_next;
wire [0:0] ctrl_mem_to_reg_id_exe_next;
wire [1:0] ctrl_alu_op_id_exe_next;
wire [0:0] ctrl_mem_write_id_exe_next;
wire [0:0] ctrl_alu_src_id_exe_next;
wire [0:0] ctrl_write_reg_id_exe_next;
reg [4:0]       read_reg1;
reg [4:0]       read_reg2;
reg_file u_reg_file (
    .clk(clk),
    .read_reg1(read_reg1),
    .read_reg2(read_reg2),
    .write_reg(write_reg_wb_id),
    .write_data(write_data_wb_id),
    .write_reg_enable(write_reg_enable_wb_id),
    .read_data1(read_data1),
    .read_data2(read_data2)
);
control_unit u_control_unit(
    .opcode(out_opcode),
    .branch(ctrl_branch_id_exe_next),  
    .mem_read(ctrl_mem_read_id_exe_next),  
    .mem_to_reg(ctrl_mem_to_reg_id_exe_next),  
    .alu_op(ctrl_alu_op_id_exe_next),  
    .mem_write(ctrl_mem_write_id_exe_next),  
    .alu_src(ctrl_alu_src_id_exe_next),  
    .reg_write(ctrl_write_reg_id_exe_next)  
);
localparam WRITTEN_REGS_BUF_LEN = 4;
reg [4:0]       Next_written_regs[0:WRITTEN_REGS_BUF_LEN-1];
reg [4:0]       written_regs[0:WRITTEN_REGS_BUF_LEN-1];
localparam JUMPS_BUF_LEN = 6;
reg [0:0]       Next_jumps[0:JUMPS_BUF_LEN-1];
reg [0:0]       jumps[0:JUMPS_BUF_LEN-1];
integer j;
always@(*)
begin
        Next_written_regs[0] = 'h0;  
        for (j = 0; j < WRITTEN_REGS_BUF_LEN-1; j = j + 1)
            Next_written_regs[j+1] = written_regs[j];
        if (stall_out == 0 && ctrl_write_reg_id_exe_next)
            Next_written_regs[0] = rd;
        Next_jumps[0] = 'h0;
        for (j = 0; j < JUMPS_BUF_LEN; j = j + 1)
            Next_jumps[j+1] = jumps[j];
        Next_jumps[0] = 0;
        if (stall_out == 0 && (opcode == 7'b1100111 || opcode == 7'b1101111 || opcode == 7'b1100011))
            Next_jumps[0] = 1;
end
reg [4:0]       in_read_reg1;
reg [4:0]       in_read_reg2;
always@(*)
begin
    case (opcode)
        7'b1100111,
        7'b0010011,
        7'b0000011:
        begin
            in_read_reg1 = rs1;
            in_read_reg2 = 'h0;
        end
        7'b0110111,
        7'b0010111:
        begin
            in_read_reg1 = 'h0;
            in_read_reg2 = 'h0;
        end
        default:
        begin
            in_read_reg1 = rs1;
            in_read_reg2 = rs2;
        end
    endcase
end
always@(*)
begin
    case (out_opcode)
        7'b1100111,
        7'b0010011,
        7'b0000011:
        begin
            read_reg1 = out_rs1;
            read_reg2 = 'h0;
        end
        7'b0110111,
        7'b0010111:
        begin
            read_reg1 = 'h0;
            read_reg2 = 'h0;
        end
        default:
        begin
            read_reg1 = out_rs1;
            read_reg2 = out_rs2;
        end
    endcase
end
integer k;
always@(*)
begin
    Next_stall = 0;
    for (k = 0; k < WRITTEN_REGS_BUF_LEN; k = k + 1)
    begin
        if ((Next_written_regs[k] == in_read_reg1 && in_read_reg1 != 0) || (Next_written_regs[k] == in_read_reg2 && in_read_reg2 != 0))
            Next_stall = 1;
    end
    for (k = 0; k < JUMPS_BUF_LEN; k = k + 1)
    begin
        if (Next_jumps[k] == 1)
            Next_stall = 1;
    end
end
reg  [31:0]     Next_imm;
always@(*)
begin
    case (out_opcode)
        7'b1100111,
        7'b0010011,
        7'b0000011:
            Next_imm = {{20{out_instruction[31]}},out_instruction[31:20]};
        7'b1100011:
            Next_imm = {{19{out_instruction[31]}},out_instruction[31],out_instruction[7],out_instruction[30:25],out_instruction[11:8],1'b0};
        7'b0100011:
            Next_imm = {{20{out_instruction[31]}},out_instruction[31:25],out_instruction[11:7]};
        7'b1101111:
            Next_imm = {{11{out_instruction[31]}},out_instruction[31],out_instruction[19:12],out_instruction[20],out_instruction[30:21],1'b0};
        7'b0110111,
        7'b0010111:
            Next_imm = {out_instruction[31:12],12'h000};
        default:
            Next_imm = 'h0;
    endcase
end
integer i;
always@(posedge clk)
begin
    if (rst)
    begin
        rs1_id_exe <= 'h0;
        rs2_id_exe <= 'h0;
        PC_id_exe <= 'h0;
        imm_id_exe <= 'h0;
        write_reg_id_exe <= 'h0;
        ctrl_branch_id_exe <= 'h0;
        ctrl_mem_read_id_exe <= 'h0;
        ctrl_mem_to_reg_id_exe <= 'h0;
        ctrl_alu_op_id_exe <= 'h0;
        ctrl_mem_write_id_exe <= 'h0;
        ctrl_alu_src_id_exe <= 'h0;
        ctrl_write_reg_id_exe <= 'h0;
        funct3_id_exe <= 'h0;
        funct7_5_id_exe <= 'h0;
        stall_out <= 'h0;
        for (i = 0; i < WRITTEN_REGS_BUF_LEN; i = i + 1)
            written_regs[i] = 'h0;
        for (i = 0; i < JUMPS_BUF_LEN; i = i + 1)
            jumps[i] = 'h0;
    end
    else
    begin
        rs1_id_exe <= read_data1;
        rs2_id_exe <= read_data2;
        PC_id_exe <= PC_if_id;
        imm_id_exe <= Next_imm;
        write_reg_id_exe <= rd;
        ctrl_branch_id_exe <= ctrl_branch_id_exe_next;
        ctrl_mem_read_id_exe <= ctrl_mem_read_id_exe_next;
        ctrl_mem_to_reg_id_exe <= ctrl_mem_to_reg_id_exe_next;
        ctrl_alu_op_id_exe <= ctrl_alu_op_id_exe_next;
        ctrl_mem_write_id_exe <= ctrl_mem_write_id_exe_next;
        ctrl_alu_src_id_exe <= ctrl_alu_src_id_exe_next;
        ctrl_write_reg_id_exe <= ctrl_write_reg_id_exe_next;
        funct3_id_exe <= out_funct3;
        funct7_5_id_exe <= out_instruction[30];
        stall_out = Next_stall;
        for (i = 0; i < WRITTEN_REGS_BUF_LEN; i = i + 1)
            written_regs[i] = Next_written_regs[i];
        for (i = 0; i < JUMPS_BUF_LEN-1; i = i + 1) 
            jumps[i] = Next_jumps[i];
    end
end
endmodule
`timescale 1ns / 1ps
module reg_file(
    input           clk,
    input [4:0]     read_reg1,
    input [4:0]     read_reg2,
    input [4:0]     write_reg,
    input [31:0]    write_data,
    input           write_reg_enable,
    output [31:0]   read_data1,
    output [31:0]   read_data2
);
reg [31:0] regs [1:31];
assign read_data1 = (read_reg1 == 'h0) ? 'h0 : regs[read_reg1];
assign read_data2 = (read_reg2 == 'h0) ? 'h0 : regs[read_reg2];
always@(posedge clk)
begin
    if (write_reg_enable)
        regs[write_reg] <= write_data;
end
endmodule
### /design/flow/run.sh
#!/bin/bash
# OpenROAD 26Q1-2900-gdf79404cd8, Yosys 0.63+post, stock flow scripts
make -C /OpenROAD-flow-scripts/flow DESIGN_CONFIG=/design/flow/config.mk WORK_HOME=/design/flow/orfs finish
==> flow_metrics.tcl <==
# flow metrics
set metrics [dict create \
    ys_cells 4189 \
    fp_util 0.505 \
    holdCritPathClass "flop to flop" \
    dpl.hpwl_um 109000 \
    common_cells "edfxtp_1 (992), nand2_1 (752), mux2i_1 (271)" \
    finalClockPeriodUsage 0.279 \
    dieArea_um2 106000 \
    cts_tree "yes" \
    die_x_um 326 \
    cts_buffers 121 \
    grt_pass1_vias 39700 \
    grt_setup_unrepaired "no" \
    flop_cell "edfxtp_1" \
    drt_wl_total_um 192000 \
    coreArea_um2 104000 \
    initialDrtViolationCount 3377 \
    status "finished clean" \
    wl_per_cell_um 32.7 \
    postCtsSetupRepairBufs 0 \
    start_kind "primary input" \
    syn-cell-area_um2 52400 \
    grt_max_degree 95 \
    fillers 8071 \
    cp-end-kind "flop" \
    drtPass1Iterations 9 \
    utilization 0.586 \
    cts-resized-gates 0 \
    syn_to_final_growth_pct 16.1 \
    std_cell_rows 118 \
    ios 250 \
    synth_cell_type_count 82 \
    cp_max_fo 57 \
    synth-edff-count 992 \
    clockRootBuffer "clkbuf_16" \
    top_cell "edfxtp_1" \
    synthTopCellsByArea "edfxtp_1 (57%), dfxtp_1 (6.3%), nand2_1 (5.4%), mux2i_1 (5.2%), mux4_2 (2.2%)" \
    netlist.area_leader.share 0.569 \
    warnings 26 \
    cp.arrival_ns 15.75 \
    ys_chip_area_um2 52400 \
    antenna_found_initial 4 \
    worst_pin_slew_ns 1.16 \
    postCtsHoldBufs 0 \
    ctsHtreeMaxLevel 3 \
    total_power_uw 2140 \
    cts.sinks 1157 \
    grt_pass1_wl_um 272000 \
    grt.total_usage 0.394 \
    period_needed_ns 15.15 \
    grt_overflow 0 \
    avgSynthCellArea_um2 12.5 \
    final_hold_viol_count 0 \
    path_class "primary input to flop" \
    slew_headroom 0.206 \
    worst_skew_pair.late_latency_ns 0.74 \
    async_reset_ff_frac 0 \
    setup_viol_count_final 0 \
    rrSetupSlack_ns 49.51 \
    syn_inst 4189 \
    yosysTopAreaCell "edfxtp_1" \
    vias 39100 \
    clock_path_buffers 3 \
    hold_slack_ns 0.463 \
    clkSlewWorstSetupHoldPaths_ns 0.06 \
    die_h_um 326 \
    slew_viol_final 0 \
    power.density_nw_per_um2 35.2 \
    p_leak_uw 0.0204 \
    drc 0 \
    ys_seq_share 0.632 \
    place_congestion 0.942 \
    max_cap_violations 0 \
    setup_tns_ns 0 \
    ys_warn_count 7 \
    port_buffers 249 \
    skew_ns 0.0345 \
    crit_required_ns 54.90 \
    drive_gt1_frac 0.125 \
    final_antenna_net_count 0 \
    peakVddDrop_mv 0.0439 \
    ys_ff 1157 \
    max_freq_ghz 0.0660 \
    avgViaCountPerCell 6.65 \
]
-- critical path, stage by stage --
cell             delay (ns)
clkdlybuf4s50_1        0.66
nand2b_1               0.52
o21ai_4                0.59
buf_4                  0.71
buf_4                  0.68
buf_4                  0.57
a31oi_1                0.16
a211oi_1               0.51
o21ai_0                0.14
and3_1                 0.23
-- stage by stage --
stage               cells  area [um^2]  setup slack (ns)
floorplan            4189        52400             41.02
detailed placement   5640        56800             38.57
global placement     5640        56800             38.55
CTS                  5869        60800             39.30
finish               5873        60800             39.15
global route         5870        60800             38.98
-- placed cells by master (no fill, tap or decap), types with 84 or more instances in the layout --
cell type,count
a21oi_1,158
a31oi_1,106
and3_1,84
buf_4,165
clkbuf_16,123
clkdlybuf4s50_1,245
dfxtp_1,164
edfxtp_1,992
mux2i_1,271
nand2_1,749
nand3_1,112
o21ai_0,108
o221ai_1,101
o22ai_1,157
-- state kept, by name, indices dropped and copies added, names as in the netlist --
signal and flops:
write_reg_id_exe 5, funct7_5_id_exe 1, stall_out 1, jumps 5, ctrl_mem_write_id_exe 1, rs2_id_exe 32, u_reg_file.regs 992, PC_id_exe 32
ctrl_mem_to_reg_id_exe 1, rs1_id_exe 32, imm_id_exe 32, ctrl_alu_src_id_exe 1, written_regs 15, ctrl_write_reg_id_exe 1, ctrl_alu_op_id_exe 2, funct3_id_exe 3
ctrl_branch_id_exe 1
-- final timing paths --
path / startpoint / to / depth (start not counted)
max: instr_if_id[6] / rs1_id_exe[14]$_SDFF_PP0_ / 10
min: jumps[0]$_SDFF_PP0_ / jumps[1]$_SDFF_PP0_ / 1
max reg2reg: stall_out$_SDFF_PP0_ / rs1_id_exe[24]$_SDFF_PP0_ / 12
min reg2reg: jumps[0]$_SDFF_PP0_ / jumps[1]$_SDFF_PP0_ / 1
-- cells by family (layout without fill, tap and decap cells) --
kind of cell,after synthesis,after routing,share of synthesized area
simple gates,1277,1277,0.112
flops,1157,1157,0.632
compound gates,1004,1004,0.138
mux,372,372,0.0847
buf+inv,358,658,0.0300
xor+xnor,21,21,0.00351
other cells,0,4,0
-- area by class of cell --
| cell class | instances | area, um^2 | area share |
|---|---|---|---|
| Clock inverter | 69 | 636 | 0.0105 |
| Timing Repair Buffer | 417 | 3810 | 0.0627 |
| Clock buffer | 160 | 3330 | 0.0548 |
| Multi-Input combinational cell | 2674 | 18100 | 0.298 |
| Antenna cell | 4 | 10.0 | 0.000165 |
| Tap cell | 1380 | 1730 | 0.0284 |
| Sequential cell | 1157 | 33100 | 0.545 |
| Inverter | 12 | 45.0 | 0.000741 |
-- layer usage --
layer | track usage | routed length [um] | up-vias
met5 | 0.0524 | 644 | -
met4 | 0.137 | 8800 | 19
met3 | 0.302 | 36400 | 530
met2 | 0.539 | 83800 | 3109
met1 | 0.491 | 62400 | 18700
li1 | - | - | 16700
-- power breakdown --
| part | leakage [uW] | switching [uW] | total (uW) | internal, uW |
|---|---|---|---|---|
| Sequential | 0.0103 | 14.5 | 998 | 984 |
| Combinational | 0.00812 | 207 | 312 | 105 |
| Clock | 0.00194 | 351 | 828 | 477 |
Power figures rest on the tool's default switching activity, not on a simulated workload.
