### flow/design.v
`timescale 1ns / 1ps
module counter(
    clk,
    en,
    rst,
    count,
    trig
    );
parameter WIDTH = 4;
parameter MAX = 9;
input clk;
input en;
input rst;
output reg [WIDTH - 1:0] count;
output reg trig;
always@(posedge clk) begin
    if (rst)
        count <= 'b0;
    else if (en) begin
        if (count < MAX)
            count <= count + 1;
        else
            count <= 'b0;     
    end
end
always@(posedge clk) begin
    if (rst)
        trig <= 1'b0;
    else if (en && count == MAX)
        trig <= 1'b1;
    else
        trig <= 1'b0;
end
endmodule
`timescale 1ns / 1ps
module vga_driver #
(
    parameter DISPLAY_WIDTH=800,
    parameter DISPLAY_HEIGHT=600,
    parameter Horz_Visible = DISPLAY_WIDTH,
    parameter Vert_Visible = DISPLAY_HEIGHT
)
(
    input clk,
    input rst,
    input  [11:0] colour_in,
    output reg [11:0] colour_out,
    output reg [10:0] x,
    output reg [9:0] y,
    output reg HS,
    output reg VS,
    output frame_trig
);
parameter Horz_FrontPorchEnd = Horz_Visible + 'd56; 
parameter Horz_SyncPulseEnd = Horz_FrontPorchEnd + 'd120;     
parameter Horz_BackPorchEnd = Horz_SyncPulseEnd + 'd64;     
parameter Vert_FrontPorchEnd = Vert_Visible + 'd37;     
parameter Vert_SyncPulseEnd = Vert_FrontPorchEnd + 'd6;     
parameter Vert_BackPorchEnd = Vert_SyncPulseEnd + 'd23;     
wire [10:0] HorzCount; 
wire [9:0] VertCount; 
counter # (.WIDTH(1), .MAX(1)) counter_25 (
    .clk(clk),
    .rst(rst),
    .en(1'b1),
    .trig(Trig_vga)
);
counter # (.WIDTH(11), .MAX(Horz_BackPorchEnd - 1)) counter_horz (
    .clk(clk),
    .rst(rst),
    .en(Trig_vga),
    .trig(Trig_Horz),
    .count(HorzCount)
);
counter # (.WIDTH(10), .MAX(Vert_BackPorchEnd - 1)) counter_vert (
    .clk(clk),
    .rst(rst),
    .en(Trig_Horz),
    .trig(frame_trig),
    .count(VertCount)
);
reg HS_dly;
reg VS_dly;
always@(posedge clk) begin
    HS <= HS_dly;
    VS <= VS_dly;
    if (HorzCount >= Horz_FrontPorchEnd && HorzCount < Horz_SyncPulseEnd)
        HS_dly <= 1'b0;
    else
        HS_dly <= 1'b1;
    if (VertCount >= Vert_FrontPorchEnd && VertCount < Vert_SyncPulseEnd)
        VS_dly <= 1'b0;
    else
        VS_dly <= 1'b1;
end
reg draw_window_dly;
reg draw_window_dly_reg;
always@(*) begin
    if (HorzCount < Horz_Visible && VertCount < Vert_Visible) begin
        draw_window_dly = 1'b1;
        x = HorzCount;
        y = VertCount;
    end
    else begin
        draw_window_dly = 1'b0;
        x = 'b0;
        y = 'b0;
    end
end
always@(posedge clk) begin
  draw_window_dly_reg <= draw_window_dly;
  if (draw_window_dly_reg)
    colour_out <= colour_in;
  else
    colour_out <= 'b0;
end
endmodule
### flow/run.sh
#!/bin/bash
# OpenROAD 26Q1-2900-gdf79404cd8, Yosys 0.63+post, stock flow scripts
make -C /OpenROAD-flow-scripts/flow DESIGN_CONFIG=/design/flow/config.mk WORK_HOME=/design/flow/orfs finish
### flow/config.mk
export PLATFORM = sky130hd
export DESIGN_NAME = vga_driver
export DESIGN_NICKNAME = vga_driver
export VERILOG_FILES = /design/flow/design.v
export SDC_FILE = /design/flow/constraint.sdc
export NUM_CORES = 4
export LEC_CHECK = 1
export CORE_AREA = 10 10 108 108
export DIE_AREA = 0 0 118 118
### flow/constraint.sdc
current_design vga_driver

set clk_period 2.5
set clk_io_pct 0.2

create_clock -name clk0 -period $clk_period [get_ports {clk}]

set non_clock_inputs [all_inputs -no_clocks]
set_input_delay [expr $clk_period * $clk_io_pct] -clock clk0 $non_clock_inputs
set_output_delay [expr $clk_period * $clk_io_pct] -clock clk0 [all_outputs]
==> metrics.cfg <==
[critical_path]
timing.critical_path.required_ns = 2.00
cpPeakStageDelay_ns = 0.47
crit_path_end_kind = output port
path_class = reg2out
timing.critical_path.arrival_ns = 2.13
cp_slowest_cell = sky130_fd_sc_hd__clkdlybuf4s50_1
cell_by_cell_listing_of_the_critical_path = a21o_1, a211o_1, a211oi_2, buf_4, and2_1, clkdlybuf4s50_1
worst_setup_path_start_kind = flip-flop
critical_path_peak_fanout = 11

[grt]
gr-total-overflow = 0
grt_antenna_before_repair = 0
maximum_number_of_pins_on_one_net_before_global_route_repair = 17
grt_pass1_vias = 1520
grt_usage = 0.0655
global_route_wire_length_before_repair_um = 7720

[detailed_routing]
ant_nets = 0
routed_wire_length_per_instance_um = 11.5
wl_um = 4580
dr_total_vias = 1588
detail_route.vias_per_cell = 3.99
num_antenna_cells = 0
drt_drc_violations_left = 0
detail_route.first_pass.iterations = 4
drt_iter0_markers = 55

[logic_synthesis]
ys_cells = 221
synth_area_per_cell_um2 = 8.68
seq_area_frac_synth = 0.438
ys_seq_elements = 42
yosysWarningCount = 6
synth.top_cell.area_share = 0.438
synth_cell_type_count = 39
edf_count = 0
yosys-top-cells-area = sky130_fd_sc_hd__dfxtp_1 (44%), sky130_fd_sc_hd__and2_1 (11%), sky130_fd_sc_hd__nor2_1 (4.3%)
ys_async_sr_fraction = 0
syn_area_mm2 = 0.00192
library_cell_with_the_largest_summed_area_after_synthesis = sky130_fd_sc_hd__dfxtp_1
syn_inst = 221
netlist_top_cells_count = sky130_fd_sc_hd__dfxtp_1 (42), sky130_fd_sc_hd__and2_1 (35), sky130_fd_sc_hd__nor2_1 (22)
synth_top_cell_by_count = sky130_fd_sc_hd__dfxtp_1
flop_cell = sky130_fd_sc_hd__dfxtp_1
yosys-stat-area_mm2 = 0.00192

[sta]
worst_slack_setup_final_ns = -0.132
finalCritPeriodShare = 1.05
max_clock_freq_mhz = 380
slew_at_the_pin_closest_to_its_max_slew_limit_ns = 0.578
hold_ws_ns = 0.330
slew-limit-headroom = 0.613
final.setup_skew_ns = 0.00986
slew_violations = 0
final_period_minus_worst_setup_slack_ns = 2.63
grt_setup_unrepaired = true
final_hold_viol_count = 0
setup_viol = 15

[power_and_ir_drop]
combinationalPowerShare = 0.076
power_leakage_uw = 0.00102
power_density_mw_per_mm2 = 467
power.net_switching_uw = 265
clkPwrFrac = 0.362
share_seq_of_total_power = 0.562
ir_worst_vdd_v = 0.000198
power.switching_fraction = 0.215
internal_power_uw = 969

[finish]
finalNonFillerCells = 398
drive_gt1_frac = 0.0781
top_register = colour_out
reg.largest.list = colour_out: 12 flops, counter_horz.count: 11 flops, counter_vert.count: 10 flops
largest_reg_flops = 12
seqCellArea_um2 = 842
combGateArea_um2 = 978
n_fill_cell = 985
areaGrowthSynthToFinish_pct = 37.6

[clock_network]
clk_root_buffer_cell = sky130_fd_sc_hd__clkbuf_8
cts.sinks = 42
clkTransAtPathRegs_ns = 0.08
cts_max_level = 2
cts.hold.buffers_added = 0
tritoncts = built
worstSkewPairLatency_ns = 0.29
ctsLongestPathBuffers = 2
tritoncts.num_buffers = 5

[status]
failing_checks = negative setup slack
run_status = finished, violations left

[floorplanning]
fp_util = 0.207
chipHeight_um = 118
fp.dieW_um = 118
chip_area_mm2 = 0.0139
core_area_mm2 = 0.00928
ios = 50
placementRows = 35

[worst_hold_path]
hold_path_class = reg2reg

[place]
post-place-cells = 389
gp_congestion = 0.840
place_hpwl_um = 3550
numPortBuffers = 48

[flow_run]
tool_warnings = 31
tally_of_max_capacitance_violations = 0

[power groups by stage]
stage	Sequential [uW]	Combinational, uW	Clock [uW]
CTS	693	96.4	472
finish	693	93.7	447
global route	695	105	495
[metal layers]
metal	GRT usage	wire length, um	part of all wire
met5	0	0	0
met2	0.102	2070	0.45
met4	0.00541	38	0.0083
met1	0.0902	2190	0.48
met3	0.0209	285	0.062
[timing repair]
item	in CTS	in global routing
resized	3	5
endpoints found under the setup margin	20	17
setup buffers	0	1
[layout by cell type (no fill, tap or decap), types with 6 or more instances in the layout]
| cell | count |
|---|---|
| sky130_fd_sc_hd__a21oi_1 | 7 |
| sky130_fd_sc_hd__clkbuf_8 | 6 |
| sky130_fd_sc_hd__clkdlybuf4s50_1 | 43 |
| sky130_fd_sc_hd__nand2_1 | 13 |
| sky130_fd_sc_hd__inv_1 | 6 |
| sky130_fd_sc_hd__nand4_1 | 7 |
| sky130_fd_sc_hd__nand2b_1 | 6 |
| sky130_fd_sc_hd__dfxtp_1 | 41 |
| sky130_fd_sc_hd__xor2_1 | 7 |
| sky130_fd_sc_hd__buf_4 | 9 |
| sky130_fd_sc_hd__nor2_1 | 22 |
| sky130_fd_sc_hd__and2_1 | 35 |
| sky130_fd_sc_hd__xnor2_1 | 6 |
[stage by stage]
step	utilization	power (uW)	cell area, um^2	TNS [ns]	setup slack [ns]
finish	0.285	1230	2640	-1.74	-0.132
global route	0.285	1300	2640	-3.54	-0.249
CTS	0.283	1260	2630	-2.57	-0.177
detailed placement	0.274	806	2540	0	0.154
global placement	0.274	805	2540	0	0.178
floorplan	-	745	1920	0	0.591
[cells by family (layout without fill, tap and decap cells)]
kind of cell	Yosys count	count (layout)	share of synthesized area
xor gates and xnor gates	13	13	0.0593
AOI/OAI and AO/OA	28	28	0.101
muxes	1	1	0.00522
other	1	1	0.00195
adders and majority gates	5	5	0.0326
buffers and inverters	23	71	0.0521
DFF	42	42	0.438
and+or+nand+nor	108	108	0.310
[path summary, 6_finish.rpt]
path	start	end	slack, ns	depth (start not counted)
setup / recovery	counter_vert.count[4]$_SDFFE_PP0P_	x[7]	-0.13	6
hold / removal	HS_dly$_DFF_P_	HS$_DFF_P_	0.33	0
setup reg to reg	counter_vert.count[5]$_SDFFE_PP0P_	counter_vert.count[8]$_SDFFE_PP0P_	0.90	5
hold reg to reg	HS_dly$_DFF_P_	HS$_DFF_P_	0.33	0
[worst max-delay path: cells and delay by family (launching register included)]
| kind | cells | cell delay (ns) |
|---|---|---|
| compound gates | 3 | 0.71 |
| buf+inv | 2 | 0.66 |
| flops | 1 | 0.32 |
| simple gates | 1 | 0.15 |
[final cells by class]
cell class / instances / area share
Clock buffer: 7 / 0.0327
Inverter: 6 / 0.00853
Multi-Input combinational cell: 156 / 0.370
Timing Repair Buffer: 57 / 0.207
Sequential cell: 42 / 0.319
Tap cell: 129 / 0.0611
Clock inverter: 1 / 0.00189
No activity file was given, so power comes from the tool's default toggle rates.
