==> design/flow/design.v <==
`timescale 1ns / 1ps
module alu(
    input [31:0] in1,
    input [31:0] in2,
    input [3:0] alu_op,
    output zero,
    output reg [31:0] alu_result,
    output reg overflow
);
assign zero = (alu_result == 'h0);
always@(*)
begin
overflow = 1'b0;
    case(alu_op)
        4'h0: {overflow,alu_result} = in1 + in2;
        4'hA: {overflow,alu_result} = in1 - in2;
        4'h7: {overflow,alu_result} = in1 & in2;   
        4'h6:  {overflow,alu_result} = in1 | in2;
        4'h4: {overflow,alu_result} = in1 ^ in2;
        4'h1: {overflow,alu_result} = in1 << in2;
        4'h5: {overflow,alu_result} = in1 >> in2;
        4'hD: {overflow,alu_result} = in1 >>> in2;
        4'h2: alu_result = in1 < in2 ? 'b1 : 'b0;
        4'h3: alu_result = in1 < in2 ? 'b1 : 'b0;
        default: alu_result = in1;
    endcase
end
endmodule
==> design/flow/run.sh <==
#!/bin/bash
# OpenROAD 26Q1-2900-gdf79404cd8, Yosys 0.63+post, stock flow scripts
make -C /OpenROAD-flow-scripts/flow DESIGN_CONFIG=/design/flow/config.mk WORK_HOME=/design/flow/orfs finish
==> design/flow/config.mk <==
export PLATFORM = sky130hd
export DESIGN_NAME = alu
export DESIGN_NICKNAME = alu
export VERILOG_FILES = /design/flow/design.v
export SDC_FILE = /design/flow/constraint.sdc
export NUM_CORES = 4
export LEC_CHECK = 1
export CORE_UTILIZATION = 40
==> design/flow/constraint.sdc <==
current_design alu

set clk_period 14.0
set clk_io_pct 0.2

create_clock -name clk0 -period $clk_period

set non_clock_inputs [all_inputs -no_clocks]
set_input_delay [expr $clk_period * $clk_io_pct] -clock clk0 $non_clock_inputs
set_output_delay [expr $clk_period * $clk_io_pct] -clock clk0 [all_outputs]
==> job_summary.md <==
## PnR job results

| Metric | Value |
|---|---|
| Utilization after layout | 45.4% |
| Status | finished clean |
| RSZ-0062 raised after global routing | false |
| Die Y | 163 microns |
| Hold path depth | 5 |
| Tool warnings | 96 |
| Comb gate area | 9400 sq um |
| Adders+Majority by Area | 11.9% |
| Largest delay share family, worst path | buffers and inverters |
| Share of cells above drive strength 1 | 10.7% |
| Top area cells in the synthesized netlist | ha_1, mux4_2, mux2i_1 |
| Area leader, netlist | ha_1 |
| Flop count | 0 |
| Clk pwr share | 0% |
| Simple-Gate Fraction of Synth Area | 22.7% |
| Dominant comb cell | AND-OR/OR-AND gates |
| # clk buffers | 0 |
| DRT iter0 DRCs | 1386 |
| Maximum vdd drop | 0.0241 mV |
| Floorplan core density | 41.0% |
| First-pass GRT wire length | 81400 microns |
| Fmax | 87.8 MHz |
| Most frequent logic cell in the layout | nand2_1 |
| Sequential standard cell area | 0 sq um |
| Ys cells | 1474 |
| Worst Tran Pin Value | 1.08 ns |
| Pin count of the biggest net entering global routing | 59 |
| Post-route ant nets | 0 |
| Vias in the first global route | 12000 |
| Power density over the cells | 42.4 nW/um^2 |
| CP required | 11.20 ns |
| Core area | 25400 sq um |
| Final Power | 0.488 mW |
| CP peak stage delay | 0.63 ns |
| AO/OA Area Share | 32.7% |
| Pins Over Slew Limit | 0 |
| Synth Seq Share | 0% |
| Synth Warn # | 1 |
| Setup crit end kind | output port |
| Diode count | 0 |
| Hpwl dp | 42900 microns |
| Combinational power share | 100.0% |
| Crit Path Class | input pin to output port |
| Hold Worst Slack | 6.85 ns |
| FP Rows | 58 |
| Area share, top type | 11.5% |
| CP Max Fanout | 28 |
| Yosys Chip Area | 10400 sq um |
| Worst slew margin | 27.2% |
| Fillers | 2627 |
| Worst Hold Endpoint | alu_result[14] |
| Final period utilization | 81.4% |
| Die W | 163 microns |
| Final Non-Filler Cells | 1811 |
| Worst path cell trace | clkdlybuf4s50_1, buf_4, clkinv_1, ha_1, nor2b_1, o31ai_1, o211a_1, o211ai_1, a21boi_0, o32ai_1, nor4b_1, o2111ai_1, nor4_2, nand4b_1, nor4_2, clkdlybuf4s50_1 |
| Final GP Congestion | 1.06 |
| GRT Util Overall | 42.5% |
| First-pass DRT Iterations | 6 |
| CP max-delay cell | ha_1 |
| Final setup vio count | 0 |
| GRT overflow | 0 |
| Crit path DAT | 8.59 ns |
| Synth unique cells | 98 |
| Die area | 26700 sq um |
| DP Cell Count | 1811 |
| Post-Route WL | 55100 microns |
| CTS resizes | 0 |
| Total vias in the final route | 12600 |
| Post-CTS Setup Inserts | 0 |
| Synth Area per Inst | 7.07 sq um |
| Worst path bufs/invs | 4 |
| Switch share | 61.6% |
| Most frequent cells in the layout | nand2_1, nor2_1, inv_1 |
| Port Buffers | 102 |
| Area fraction in mux cells | 20.9% |
| Setup tns final | 0 ns |
| Worst Setup Start Kind | input pin |
| Initial antenna violation count | 0 |
| Drt drc | 0 |
| Switching Power | 0.301 mW |
| Max-Cap Viols | 0 |
| Final Hold Vio Count | 0 |
| Reg power frac | 0% |
| Hold_sp | in1[14] |
| Pleak | 4.58 nW |
| Vias/cell | 6.98 |
| Syn Inst Count | 1474 |
| Syn Std Cell Area | 10400 sq um |
| XORs/XNORs by Area | 1.68% |
| Min cycle time layout | 11.39 ns |
| Number of hold buffers added after cts | 0 |
| Internal cell power | 0.188 mW |
| Hold WC Path Type | input pin to output port |
| I/O pin cnt | 102 |
| DR WL/cell | 30.4 microns |
| Area growth, synth to finish | 10.6% |
==> per-stage QoR <==
step | setup slack, ns | cell area, sq um
global placement | 2.84 | 11500
finish | 2.61 | 11500
detailed placement | 2.86 | 11500
floorplan | 4.80 | 10400
global route | 2.36 | 11500
CTS | 2.82 | 11500
==> power groups by stage <==
stage | Combinational (mW) | Clock, mW | Sequential (mW)
CTS | 0.476 | 0 | 0
global route | 0.519 | 0 | 0
finish | 0.488 | 0 | 0
==> layout make-up <==
type,count,area share (%)
multi-input cells,1229,81.5
repair buffers,142,11.3
well taps,330,3.58
inverters,110,3.58
==> cells in the mapped netlist (all sizes together) (16+ instances only) <==
cell / count
a211oi: 27
a21o: 22
a21oi: 96
a221oi: 16
a22oi: 18
a31oi: 23
buf: 49
clkbuf: 86
ha: 96
inv: 107
mux2: 32
mux2i: 64
mux4: 52
nand2: 135
nand2b: 19
nand3: 31
nand4: 18
nor2: 127
nor3: 44
nor4: 24
o211ai: 34
o21ai: 79
o221ai: 17
xnor2: 19
==> worst max path at each step <==
| stage | cells after the start | endpoint | from | slack (ns) |
|---|---|---|---|---|
| global route | 16 | zero | in2[4] | 2.36 |
| CTS | 16 | zero | in2[4] | 2.82 |
| finish | 16 | zero | in2[4] | 2.61 |
==> metal layers <==
| metal | share of wire [%] | track usage [%] | vias up |
|---|---|---|---|
| met1 | 42 | 59.5 | 6076 |
| li1 | - | - | 5617 |
| met4 | 5.8 | 20.3 | 0 |
| met5 | 0 | 0 | - |
| met2 | 43 | 63.0 | 794 |
| met3 | 9.9 | 8.04 | 152 |
==> cell families (layout without fill, tap and decap cells) <==
family,count (synthesis),in the layout
simple gates,479,479
fa+ha+maj,98,98
compound gates,484,484
mux,148,148
buf+inv,245,252
xor+xnor,20,20
Power is estimated from default activity; no workload was simulated.
